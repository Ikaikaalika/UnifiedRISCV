$ cat flow/run.sh
#!/bin/bash
# OpenROAD 26Q1-2900-gdf79404cd8, Yosys 0.63+post, stock flow scripts
make -C /OpenROAD-flow-scripts/flow DESIGN_CONFIG=/design/flow/config.mk WORK_HOME=/design/flow/orfs finish
$ cat flow/config.mk
export PLATFORM = sky130hd
export DESIGN_NAME = axi_bridge
export DESIGN_NICKNAME = axi_bridge
export VERILOG_FILES = /design/flow/design.v
export SDC_FILE = /design/flow/constraint.sdc
export NUM_CORES = 4
export LEC_CHECK = 1
export CORE_AREA = 10 10 139 139
export DIE_AREA = 0 0 149 149
$ cat flow/constraint.sdc
current_design axi_bridge

set clk_period 3.0
set clk_io_pct 0.2

create_clock -name clk0 -period $clk_period [get_ports {clk}]

set non_clock_inputs [all_inputs -no_clocks]
set_input_delay [expr $clk_period * $clk_io_pct] -clock clk0 $non_clock_inputs
set_output_delay [expr $clk_period * $clk_io_pct] -clock clk0 [all_outputs]
$ cat flow/design.v
package unified_riscv_pkg;
    parameter int XLEN = 32;
    parameter int NUM_GPU_UNITS = 8;
    parameter int CACHE_LINE_WIDTH = 512;
    parameter int NUM_MEMORY_BANKS = 16;
    parameter int ADDR_WIDTH = 32;
    parameter int DATA_WIDTH = 32;
    parameter int ID_WIDTH = 4;
    parameter int NUM_MASTERS = NUM_GPU_UNITS + 1;   
    parameter int NUM_SLAVES = 4;                    
    parameter logic [31:0] MAIN_MEMORY_BASE = 32'h00000000;
    parameter logic [31:0] MAIN_MEMORY_SIZE = 32'h10000000;  
    parameter logic [31:0] GPU_CTRL_BASE    = 32'h10000000;
    parameter logic [31:0] GPU_CTRL_SIZE    = 32'h00010000;  
    parameter logic [31:0] SYS_CTRL_BASE    = 32'h20000000;
    parameter logic [31:0] SYS_CTRL_SIZE    = 32'h00010000;  
    parameter logic [31:0] DEBUG_BASE       = 32'h30000000;
    parameter logic [31:0] DEBUG_SIZE       = 32'h00010000;  
endpackage
module axi_bridge #(
    parameter ADDR_WIDTH = 32,
    parameter DATA_WIDTH = 32
) (
    input  logic clk,
    input  logic rst_n,
    input  logic internal_req,
    input  logic internal_we,
    input  logic [ADDR_WIDTH-1:0] internal_addr,
    input  logic [DATA_WIDTH-1:0] internal_wdata,
    output logic internal_ack,
    output logic [DATA_WIDTH-1:0] internal_rdata,
    output logic [ADDR_WIDTH-1:0] axi_awaddr,
    output logic [2:0] axi_awprot,
    output logic axi_awvalid,
    input  logic axi_awready,
    output logic [DATA_WIDTH-1:0] axi_wdata,
    output logic [(DATA_WIDTH/8)-1:0] axi_wstrb,
    output logic axi_wvalid,
    input  logic axi_wready,
    input  logic [1:0] axi_bresp,
    input  logic axi_bvalid,
    output logic axi_bready,
    output logic [ADDR_WIDTH-1:0] axi_araddr,
    output logic [2:0] axi_arprot,
    output logic axi_arvalid,
    input  logic axi_arready,
    input  logic [DATA_WIDTH-1:0] axi_rdata,
    input  logic [1:0] axi_rresp,
    input  logic axi_rvalid,
    output logic axi_rready
);
    typedef enum logic [2:0] {
        IDLE,
        WRITE_ADDR,
        WRITE_DATA,
        WRITE_RESP,
        READ_ADDR,
        READ_DATA
    } state_t;
    state_t current_state, next_state;
    logic [ADDR_WIDTH-1:0] addr_reg;
    logic [DATA_WIDTH-1:0] wdata_reg;
    logic we_reg;
    assign axi_awaddr = addr_reg;
    assign axi_awprot = 3'b000;  
    assign axi_wdata = wdata_reg;
    assign axi_wstrb = {(DATA_WIDTH/8){1'b1}};  
    assign axi_araddr = addr_reg;
    assign axi_arprot = 3'b000;  
    always_ff @(posedge clk or negedge rst_n) begin
        if (!rst_n) begin
            current_state <= IDLE;
            addr_reg <= '0;
            wdata_reg <= '0;
            we_reg <= 1'b0;
        end else begin
            current_state <= next_state;
            if (current_state == IDLE && internal_req) begin
                addr_reg <= internal_addr;
                wdata_reg <= internal_wdata;
                we_reg <= internal_we;
            end
        end
    end
    always_comb begin
        next_state = current_state;
        case (current_state)
            IDLE: begin
                if (internal_req) begin
                    if (internal_we) begin
                        next_state = WRITE_ADDR;
                    end else begin
                        next_state = READ_ADDR;
                    end
                end
            end
            WRITE_ADDR: begin
                if (axi_awready) begin
                    next_state = WRITE_DATA;
                end
            end
            WRITE_DATA: begin
                if (axi_wready) begin
                    next_state = WRITE_RESP;
                end
            end
            WRITE_RESP: begin
                if (axi_bvalid) begin
                    next_state = IDLE;
                end
            end
            READ_ADDR: begin
                if (axi_arready) begin
                    next_state = READ_DATA;
                end
            end
            READ_DATA: begin
                if (axi_rvalid) begin
                    next_state = IDLE;
                end
            end
        endcase
    end
    always_comb begin
        axi_awvalid = 1'b0;
        axi_wvalid = 1'b0;
        axi_bready = 1'b0;
        axi_arvalid = 1'b0;
        axi_rready = 1'b0;
        internal_ack = 1'b0;
        internal_rdata = '0;
        case (current_state)
            WRITE_ADDR: begin
                axi_awvalid = 1'b1;
            end
            WRITE_DATA: begin
                axi_wvalid = 1'b1;
            end
            WRITE_RESP: begin
                axi_bready = 1'b1;
                if (axi_bvalid) begin
                    internal_ack = 1'b1;
                end
            end
            READ_ADDR: begin
                axi_arvalid = 1'b1;
            end
            READ_DATA: begin
                axi_rready = 1'b1;
                if (axi_rvalid) begin
                    internal_ack = 1'b1;
                    internal_rdata = axi_rdata;
                end
            end
        endcase
    end
endmodule
==> flow_metrics.env <==
# implementation run metrics
export IMPL_status="finished clean"
export IMPL_hold_buffers=0
export IMPL_numPortBuffers=238
export IMPL_crit_path_end_kind="output pin"
export IMPL_dpl_cell_count=656
export IMPL_drv_slew=0
export IMPL_drc_errors=0
export IMPL_power_per_cell_area_mw_per_mm2=844
export IMPL_rows=47
export IMPL_synthTopCellsByArea="dfrtp_1, mux2_4, buf_4"
export IMPL_vias=2509
export IMPL_synth_area_per_cell_um2=13.9
export IMPL_worst_slack_ns=0.361
export IMPL_ys_flops=70
export IMPL_crit_chain="clkdlybuf4s50_1 -> buf_4 -> and3_1 -> clkdlybuf4s50_1"
export IMPL_internal_power_mw=3.99
export IMPL_p_sw_mw=1.10
export IMPL_ys_warnings_count=1
export IMPL_gp_congestion=0.805
export IMPL_warnings=29
export IMPL_async_flop_share_pct=100
export IMPL_tightest_slew_ns=0.842
export IMPL_drtIter0Drc=81
export IMPL_ff_type="dfrtp_1"
export IMPL_synth_largest_area_cell="dfrtp_1"
export IMPL_ant_nets=0
export IMPL_hold_viol=0
export IMPL_holdWs_ns=0.302
export IMPL_cp_required_ns=2.40
export IMPL_top_cell="dfrtp_1"
export IMPL_max_freq_ghz=0.379
export IMPL_power_mw=5.09
export IMPL_overflow=0
export IMPL_first_global_vias=2713
export IMPL_finalSetupViolCount=0
export IMPL_edf_count=0
export IMPL_syn_area_mm2=0.00336
export IMPL_die_h_um=149
export IMPL_seq_power_share_pct=34.1
export IMPL_cp_slowest_stage_delay_ns=0.49
export IMPL_yosys_area_top_type_share_pct=51.4
export IMPL_crit_buf_inv=3
export IMPL_max_cap_viol_count=0
export IMPL_common_cells="dfrtp_1, mux2_4, buf_4"
export IMPL_finalCritPeriodShare_pct=88.0
export IMPL_num_antenna_cells=0
export IMPL_wl_mm=11.0
export IMPL_synth_distinct_cells=17
export IMPL_die_w_um=149
export IMPL_firstDrtPassIters=4
export IMPL_ios=253
export IMPL_via_per_inst=3.73
export IMPL_cp_arrival_ns=2.04
export IMPL_yosysChipArea_mm2=0.00336
export IMPL_combPwrFrac_pct=41.9
export IMPL_htreeDepth=3
export IMPL_post_dp_hpwl_mm=8.88
export IMPL_layout_drive_gt1_share_pct=19.2
export IMPL_ir_drop_mv=0.347
export IMPL_place_ws_ns=0.366
export IMPL_ys_cells=241
export IMPL_cts_tree="built"
export IMPL_postCtsSetupBuffers=0
export IMPL_hp_class="in -> async"
export IMPL_switching_share_pct=21.6
export IMPL_cts_buffers=9
export IMPL_critPathMostFrequentCell="clkdlybuf4s50_1"
export IMPL_slew_headroom_pct=43.9
export IMPL_core_area_mm2=0.0165
export IMPL_instances_no_fill=672
export IMPL_critPathTopFamily="buffers and inverters"
export IMPL_post_cts_resized=0
export IMPL_grt_max_degree=55
export IMPL_clk_pin_slew_ns=0.06
export IMPL_skew_ns=0.00362
export IMPL_clk_latency_ns=0.34
export IMPL_seq_area_frac_synth_pct=52.2
export IMPL_syn_to_final_growth_pct=79.5
export IMPL_cts_path_max_buffers=2
export IMPL_fill_cells=1557
export IMPL_grt_pass1_wl_mm=16.7
export IMPL_track_usage_pct=9.45
export IMPL_cts_sinks=70
export IMPL_critical_path_peak_fanout=34
export IMPL_path_class="in -> out"
export IMPL_flop_area_mm2=0.00175
export IMPL_cp_start_kind="input pin"
export IMPL_p_leak_nw=2.71
export IMPL_min_period_ns=2.64
export IMPL_root_buffer="clkbuf_16"
export IMPL_setup_tns_final_ns=0
export IMPL_slowest_stage="clkdlybuf4s50_1"
export IMPL_dieArea_mm2=0.0222
export IMPL_syn_inst=241
export IMPL_initial_utilization_pct=20.4
export IMPL_logic_area_mm2=0.00121
export IMPL_wl_per_cell_um=16.4
export IMPL_antenna_found_initial=0
export IMPL_rsz0062_at_grt="false"
export IMPL_clkPwrFrac_pct=24.0
[metal layers]
metal	part of all wire, %	vias up	GRT usage (%)	routed length [um]
met3	9.5	14	3.48	1050
met4	1.7	0	1.37	184
met1	39	1197	11.8	4320
met5	0	-	0	0
li1	-	1182	-	-
met2	50	116	15.7	5450
[layout make-up]
type	instances	share of cell area (%)
Inverter	6	0.373
Multi-Input combinational cell	118	20.1
Timing Repair Buffer	242	40.1
Tap cell	220	4.56
Clock buffer	9	3.73
Clock inverter	7	2.03
Sequential cell	70	29.1
[power by group through the flow]
stage	Sequential (mW)	Combinational (mW)	Clock, mW
4_1_cts	1.74	2.20	1.27
5_1_grt	1.81	2.29	1.32
6_report	1.74	2.13	1.22
[metrics by stage]
stage	util [%]	instance area, um^2
after floorplan	-	3390
after global placement	34.5	5690
after detailed placement	34.5	5690
after CTS	36.6	6030
after global routing	36.6	6030
final	36.6	6030
[cell usage in the layout, fill, tap and decap left out]
master	netlist	final
dfstp_2	1	1
a21o_1	1	1
nand2_4	0	1
clkdlybuf4s50_1	0	237
conb_1	2	10
mux2_2	15	15
nand2_1	4	3
and3_1	32	32
o22ai_1	1	1
buf_12	0	1
o21ai_0	4	4
dfrtp_1	69	69
buf_4	42	4
mux2_4	49	49
inv_1	6	6
clkinv_4	0	2
nand3_1	1	1
a22o_1	1	1
clkbuf_16	0	9
bufinv_16	0	3
clkinvlp_4	0	2
[kinds of logic (layout without fill, tap and decap cells)]
family                 after synthesis  count (layout)  synth area share [%]
and+or+nand+nor                     37              37                  6.55
muxes                               64              64                  26.9
buffers and inverters               61             264                  12.9
AOI/OAI and AO/OA                    7               7                  1.27
DFF                                 70              70                  52.2
other                                2              10                 0.223
[worst paths after layout]
check,from,to,slack [ns],depth (start not counted)
max,axi_rvalid,internal_rdata[6],0.36,4
min,rst_n,addr_reg[29]$_DFFE_PN0P_,0.30,1
max reg2reg,current_state[0]$_DFF_PN1_,wdata_reg[22]$_DFFE_PN0P_,1.45,3
min reg2reg,wdata_reg[31]$_DFFE_PN0P_,wdata_reg[31]$_DFFE_PN0P_,0.51,1
max in group asynchronous,rst_n,wdata_reg[17]$_DFFE_PN0P_,1.97,2
min in group clk0,wdata_reg[31]$_DFFE_PN0P_,wdata_reg[31]$_DFFE_PN0P_,0.51,1

===== flow/design.v =====
package unified_riscv_pkg;
    parameter int XLEN = 32;
    parameter int NUM_GPU_UNITS = 8;
    parameter int CACHE_LINE_WIDTH = 512;
    parameter int NUM_MEMORY_BANKS = 16;
    parameter int ADDR_WIDTH = 32;
    parameter int DATA_WIDTH = 32;
    parameter int ID_WIDTH = 4;
    parameter int NUM_MASTERS = NUM_GPU_UNITS + 1;   
    parameter int NUM_SLAVES = 4;                    
    parameter logic [31:0] MAIN_MEMORY_BASE = 32'h00000000;
    parameter logic [31:0] MAIN_MEMORY_SIZE = 32'h10000000;  
    parameter logic [31:0] GPU_CTRL_BASE    = 32'h10000000;
    parameter logic [31:0] GPU_CTRL_SIZE    = 32'h00010000;  
    parameter logic [31:0] SYS_CTRL_BASE    = 32'h20000000;
    parameter logic [31:0] SYS_CTRL_SIZE    = 32'h00010000;  
    parameter logic [31:0] DEBUG_BASE       = 32'h30000000;
    parameter logic [31:0] DEBUG_SIZE       = 32'h00010000;  
endpackage
module gpu_compute_unit (
    input  logic clk,
    input  logic rst_n,
    input  logic start,
    output logic busy,
    output logic done,
    input  logic [31:0] matrix_a_addr,
    input  logic [31:0] matrix_b_addr,
    input  logic [31:0] matrix_c_addr,
    output logic [31:0] mem_addr,
    output logic [31:0] mem_wdata,
    input  logic [31:0] mem_rdata,
    output logic mem_req,
    output logic mem_we,
    input  logic mem_ack
);
    typedef enum logic [3:0] {
        IDLE,
        LOAD_A,
        LOAD_B,
        COMPUTE,
        STORE_C,
        DONE_STATE
    } state_t;
    state_t current_state, next_state;
    logic [7:0] matrix_a [3:0][3:0];
    logic [7:0] matrix_b [3:0][3:0];
    logic [15:0] matrix_c [3:0][3:0];  
    logic [3:0] load_counter;
    logic [3:0] compute_counter;
    logic [3:0] store_counter;
    logic [1:0] row_idx, col_idx, k_idx;
    logic [15:0] mac_result [3:0][3:0];
    logic [15:0] accumulator [3:0][3:0];
    assign busy = (current_state != IDLE);
    assign done = (current_state == DONE_STATE);
    always_ff @(posedge clk or negedge rst_n) begin
        if (!rst_n) begin
            current_state <= IDLE;
            load_counter <= 4'h0;
            compute_counter <= 4'h0;
            store_counter <= 4'h0;
            row_idx <= 2'h0;
            col_idx <= 2'h0;
            k_idx <= 2'h0;
        end else begin
            current_state <= next_state;
            case (current_state)
                IDLE: begin
                    if (start) begin
                        load_counter <= 4'h0;
                        compute_counter <= 4'h0;
                        store_counter <= 4'h0;
                        row_idx <= 2'h0;
                        col_idx <= 2'h0;
                        k_idx <= 2'h0;
                        for (int i = 0; i < 4; i++) begin
                            for (int j = 0; j < 4; j++) begin
                                matrix_c[i][j] <= 16'h0;
                            end
                        end
                    end
                end
                LOAD_A: begin
                    if (mem_ack) begin
                        matrix_a[load_counter[3:2]][load_counter[1:0]] <= mem_rdata[7:0];
                        matrix_a[load_counter[3:2]][load_counter[1:0]+1] <= mem_rdata[15:8];
                        matrix_a[load_counter[3:2]][load_counter[1:0]+2] <= mem_rdata[23:16];
                        matrix_a[load_counter[3:2]][load_counter[1:0]+3] <= mem_rdata[31:24];
                        load_counter <= load_counter + 1;
                    end
                end
                LOAD_B: begin
                    if (mem_ack) begin
                        matrix_b[load_counter[3:2]][load_counter[1:0]] <= mem_rdata[7:0];
                        matrix_b[load_counter[3:2]][load_counter[1:0]+1] <= mem_rdata[15:8];
                        matrix_b[load_counter[3:2]][load_counter[1:0]+2] <= mem_rdata[23:16];
                        matrix_b[load_counter[3:2]][load_counter[1:0]+3] <= mem_rdata[31:24];
                        load_counter <= load_counter + 1;
                    end
                end
                COMPUTE: begin
                    if (compute_counter < 4) begin
                        for (int j = 0; j < 4; j++) begin
                            for (int k = 0; k < 4; k++) begin
                                matrix_c[compute_counter][j] <= matrix_c[compute_counter][j] + 
                                    (matrix_a[compute_counter][k] * matrix_b[k][j]);
                            end
                        end
                        compute_counter <= compute_counter + 1;
                    end
                end
                STORE_C: begin
                    if (mem_ack) begin
                        store_counter <= store_counter + 1;
                    end
                end
            endcase
        end
    end
    always_comb begin
        next_state = current_state;
        case (current_state)
            IDLE: begin
                if (start) next_state = LOAD_A;
            end
            LOAD_A: begin
                if (load_counter >= 4) next_state = LOAD_B;
            end
            LOAD_B: begin
                if (load_counter >= 8) next_state = COMPUTE;
            end
            COMPUTE: begin
                if (compute_counter >= 4) next_state = STORE_C;
            end
            STORE_C: begin
                if (store_counter >= 4) next_state = DONE_STATE;
            end
            DONE_STATE: begin
                next_state = IDLE;
            end
        endcase
    end
    always_comb begin
        mem_req = 1'b0;
        mem_we = 1'b0;
        mem_addr = 32'h0;
        mem_wdata = 32'h0;
        case (current_state)
            LOAD_A: begin
                mem_req = 1'b1;
                mem_we = 1'b0;
                mem_addr = matrix_a_addr + (load_counter << 2);  
            end
            LOAD_B: begin
                mem_req = 1'b1;
                mem_we = 1'b0;
                mem_addr = matrix_b_addr + ((load_counter - 4) << 2);
            end
            STORE_C: begin
                mem_req = 1'b1;
                mem_we = 1'b1;
                mem_addr = matrix_c_addr + (store_counter << 2);
                mem_wdata = {matrix_c[store_counter[1:0]][1], matrix_c[store_counter[1:0]][0]};
            end
        endcase
    end
endmodule

===== flow/run.sh =====
#!/bin/bash
# OpenROAD 26Q1-2900-gdf79404cd8, Yosys 0.63+post, stock flow scripts
make -C /OpenROAD-flow-scripts/flow DESIGN_CONFIG=/design/flow/config.mk WORK_HOME=/design/flow/orfs finish

===== flow/config.mk =====
export PLATFORM = sky130hd
export DESIGN_NAME = gpu_compute_unit
export DESIGN_NICKNAME = gpu_compute_unit
export VERILOG_FILES = /design/flow/design.v
export SDC_FILE = /design/flow/constraint.sdc
export NUM_CORES = 4
export LEC_CHECK = 1
export CORE_UTILIZATION = 30

===== flow/constraint.sdc =====
current_design gpu_compute_unit

set clk_period 9.8
set clk_io_pct 0.2

create_clock -name clk0 -period $clk_period [get_ports {clk}]

set non_clock_inputs [all_inputs -no_clocks]
set_input_delay [expr $clk_period * $clk_io_pct] -clock clk0 $non_clock_inputs
set_output_delay [expr $clk_period * $clk_io_pct] -clock clk0 [all_outputs]

==> results.json <==
{
  "clock.latency.late_pin_ns": 0.60,
  "finalClockPeriodUsage_pct": 78.6,
  "first_global_vias": 21000,
  "place_ws_ns": 2.15,
  "hold_start": "compute_counter[2]$_DFFE_PN0P_",
  "category_of_the_most_critical_setup_path": "input pin to output port",
  "totalWireLength_um": 83000,
  "postCtsSetupBuffers": 0,
  "first_pass_grt_wire_length_um": 126000,
  "tritoncts": "built",
  "die-area_mm2": 0.0838,
  "slowest_stage": "sky130_fd_sc_hd__clkdlybuf4s50_1",
  "route.antenna.remaining_nets": 0,
  "drt_iter0_markers": 1436,
  "drt_drc_violations_left": 0,
  "global_route.usage.total_pct": 20.7,
  "synth-async-reset-ratio_pct": 5.70,
  "grt_antenna_before_repair": 4,
  "filler_cells": 8337,
  "numCtsBuffers": 28,
  "sequential_cell_area_mm2": 0.00782,
  "layout.cell_area.non_filler_mm2": 0.0289,
  "crit_buf_inv": 2,
  "fmaxAchievable_mhz": 130,
  "cp.required_ns": 7.84,
  "fin_crit_ns": 7.70,
  "first_pass_detailed_route_iteration_total": 6,
  "ys.flops": 263,
  "cts_resized": 0,
  "distinct_cell_type_count_after_synthesis": 72,
  "std_cell_rows": 105,
  "core-area_mm2": 0.0820,
  "synth-cells-yosys": 2687,
  "postSynth.topFlopCell": "sky130_fd_sc_hd__edfxtp_1",
  "slew_headroom_pct": 44.0,
  "quantity_of_hold_fixing_buffers_added_after_cts": 0,
  "top_cell": "sky130_fd_sc_hd__nand2_1",
  "timing.setup.tns_ns": 0,
  "mappedNetlistArea_mm2": 0.0248,
  "register_area_share_after_synthesis_pct": 31.6,
  "final.setup.worst_slack_ns": 2.10,
  "areaGrowthSynthToFinish_pct": 16.7,
  "slowest_delay_ns": 0.51,
  "initial_core_util_pct": 30.2,
  "stage_log_warnings": 48,
  "grt-ovfl-total": 0,
  "die-width_um": 289,
  "globalplace.congestion": 0.977,
  "clk_transition_reported_paths_ns": 0.06,
  "timing.rr.start": "compute_counter[0]$_DFFE_PN0P_",
  "grt_setup_unrepaired": "false",
  "clock-skew-final_ns": 0.0308,
  "io_pins": 200,
  "worstPathArrival_ns": 5.74,
  "synth-edff-count": 248,
  "timing_hold_violations_final": 0,
  "area_reported_by_yosys_stat_mm2": 0.0248,
  "critPathMaxFanout": 5,
  "place_hpwl_um": 62100,
  "clock-sinks": 263,
  "worst_max_slew_pin_slew_ns": 0.834,
  "critPathTopFamily": "AND-OR/OR-AND gates",
  "avgViaCountPerCell": 5.26,
  "crit_start": "matrix_b_addr[2]",
  "report.final.slew_viol_count": 0,
  "synth_cells": 2687,
  "cts-root-to-sink-buffers": 3,
  "cap_viol_max_count": 0,
  "portBuffers": 199,
  "grt_start_max_net_pins": 68,
  "worstPathCellList": "clkdlybuf4s50_1 > ha_1 > fa_1 > a211oi_1 > o21ai_1 > a41oi_1 > o2bb2ai_1 > o31ai_1 > a211oi_1 > a22oi_1 > o21ai_0 > clkdlybuf4s50_1",
  "yosys_warnings": 4,
  "synth_top_cell_by_area": "sky130_fd_sc_hd__edfxtp_1",
  "cts.root.buffer_cell": "sky130_fd_sc_hd__clkbuf_16",
  "share_of_layout_cells_above_drive_strength_1_pct": 6.09,
  "avgRoutedWirePerCell_um": 21.2,
  "start_kind": "input pin",
  "worstHoldPathType": "register to register",
  "ys_top_cells_by_area": "sky130_fd_sc_hd__edfxtp_1 (30%), sky130_fd_sc_hd__fa_1 (12%), sky130_fd_sc_hd__ha_1 (8.5%), sky130_fd_sc_hd__nand2_1 (4.8%), sky130_fd_sc_hd__inv_1 (4.3%)",
  "status": "finished, final reports clean",
  "syn-mean-instance-area_um2": 9.22,
  "top_cells_by_count": "sky130_fd_sc_hd__nand2_1 (320), sky130_fd_sc_hd__inv_1 (286), sky130_fd_sc_hd__edfxtp_1 (248), sky130_fd_sc_hd__a21oi_1 (199), sky130_fd_sc_hd__ha_1 (169)",
  "ctsHtreeMaxLevel": 1,
  "synth_top_area_share_pct": 30.0,
  "logic_area_mm2": 0.0154,
  "crit_path_end_kind": "output port",
  "final-setup-viol-count": 0,
  "placement.cell_area_mm2": 0.0281,
  "floorplan.die.height_um": 289,
  "detailroute.via_count": 20600
}
worst reg2reg max path, cell delays in order, from the launching register on:
cell and delay, ns:
sky130_fd_sc_hd__dfrtp_1 0.46, sky130_fd_sc_hd__inv_1 0.19, sky130_fd_sc_hd__ha_4 0.48, sky130_fd_sc_hd__buf_4 0.54, sky130_fd_sc_hd__buf_4 0.49, sky130_fd_sc_hd__a222oi_1 0.17
sky130_fd_sc_hd__nand2_1 0.10, sky130_fd_sc_hd__o21ai_0 0.19, sky130_fd_sc_hd__fa_1 0.59, sky130_fd_sc_hd__inv_1 0.05, sky130_fd_sc_hd__fa_1 0.45, sky130_fd_sc_hd__ha_1 0.28
sky130_fd_sc_hd__inv_1 0.04, sky130_fd_sc_hd__fa_1 0.51, sky130_fd_sc_hd__inv_1 0.05, sky130_fd_sc_hd__ha_1 0.27, sky130_fd_sc_hd__a21o_1 0.15, sky130_fd_sc_hd__a21oi_1 0.22
sky130_fd_sc_hd__o21ai_0 0.16, sky130_fd_sc_hd__a2111o_1 0.49, sky130_fd_sc_hd__a31o_2 0.25, sky130_fd_sc_hd__a21oi_1 0.16, sky130_fd_sc_hd__xor2_1 0.47, sky130_fd_sc_hd__o22ai_1 0.16
metal layers:
layer / vias up / share of wire (%) / global-route usage (%) / routed length (um)
met4: 6 / 3.6 / 6.09 / 2980
met3: 139 / 8.5 / 6.28 / 7090
li1: 9677 / - / - / -
met5: - / 0.042 / 0 / 35
met1: 9911 / 41 / 28.2 / 34300
met2: 833 / 46 / 32.5 / 38500
state kept, by name, indices dropped and copies added, names as in the netlist:
signal and count:
load_counter 4, matrix_c 192, compute_counter 4, store_counter 4, matrix_a 32, current_state 3
matrix_b 24
path summary, 6_finish.rpt:
check,to,slack (ns),depth (start not counted)
min in group asynchronous,store_counter[2]$_DFFE_PN0P_,1.74,2
hold reg to reg,compute_counter[2]$_DFFE_PN0P_,0.50,2
setup / recovery,mem_addr[26],2.10,12
max in group asynchronous,load_counter[2]$_DFFE_PN0P_,7.86,2
hold / removal,compute_counter[2]$_DFFE_PN0P_,0.50,2
setup reg to reg,matrix_c[4][12]$_SDFFCE_PN0P_,2.60,23
cell families after synthesis:
family / after synthesis / share of synthesized area [%]
DFF: 263 / 31.6
and+or+nand+nor: 785 / 15.3
xor gates and xnor gates: 126 / 4.45
AOI/OAI and AO/OA: 674 / 17.6
adders and majority gates: 322 / 20.9
buffers and inverters: 431 / 6.60
muxes: 86 / 3.64
layout make-up:
class	instances	area share [%]
well taps	1070	4.63
flip-flops and latches	263	27.1
diodes	1	0.00865
repair buffers	251	8.24
clock buffers	34	2.50
multi-input cells	1993	53.4
inverters	286	3.71
clock inverters	14	0.450
metrics by stage:
stage | hold slack [ns] | std cells | util (%)
after floorplan | 0.464 | 2687 | -
after detailed placement | 0.490 | 3863 | 34.2
final | 0.503 | 3912 | 35.3
after global placement | 0.479 | 3863 | 34.2
after global routing | 0.557 | 3911 | 35.3
after CTS | 0.504 | 3911 | 35.3
placed cells by master, fill, tap and decap left out, types with 10 or more instances in the layout:
master                              n
sky130_fd_sc_hd__nand2_1          319
sky130_fd_sc_hd__fa_1             153
sky130_fd_sc_hd__clkbuf_16         28
sky130_fd_sc_hd__buf_4             52
sky130_fd_sc_hd__and3_1            44
sky130_fd_sc_hd__a221oi_1          10
sky130_fd_sc_hd__inv_1            285
sky130_fd_sc_hd__o21ai_0          137
sky130_fd_sc_hd__nor3_1            27
sky130_fd_sc_hd__a222oi_1          24
sky130_fd_sc_hd__edfxtp_1         248
sky130_fd_sc_hd__nor2b_1           19
sky130_fd_sc_hd__a31oi_1           37
sky130_fd_sc_hd__mux2_2            33
sky130_fd_sc_hd__a22oi_1          135
sky130_fd_sc_hd__nand3_1           41
sky130_fd_sc_hd__ha_1             165
sky130_fd_sc_hd__mux2i_1           53
sky130_fd_sc_hd__or2_2             13
sky130_fd_sc_hd__a21oi_1          191
sky130_fd_sc_hd__nand4_1           17
sky130_fd_sc_hd__clkdlybuf4s50_1  199
sky130_fd_sc_hd__nor2_1           103
sky130_fd_sc_hd__a21o_1            16
sky130_fd_sc_hd__nand2b_1          53
sky130_fd_sc_hd__dfrtp_1           15
sky130_fd_sc_hd__xnor2_1           77
sky130_fd_sc_hd__and2_1           124
sky130_fd_sc_hd__o21a_1            12
sky130_fd_sc_hd__xor2_1            49
sky130_fd_sc_hd__o22ai_1           18

--- /design/flow/constraint.sdc ---
current_design priority_arbiter

set clk_period 5.8
set clk_io_pct 0.2

create_clock -name clk0 -period $clk_period [get_ports {clk}]

set non_clock_inputs [all_inputs -no_clocks]
set_input_delay [expr $clk_period * $clk_io_pct] -clock clk0 $non_clock_inputs
set_output_delay [expr $clk_period * $clk_io_pct] -clock clk0 [all_outputs]
--- /design/flow/run.sh ---
#!/bin/bash
# OpenROAD 26Q1-2900-gdf79404cd8, Yosys 0.63+post, stock flow scripts
make -C /OpenROAD-flow-scripts/flow DESIGN_CONFIG=/design/flow/config.mk WORK_HOME=/design/flow/orfs finish
--- /design/flow/design.v ---
package unified_riscv_pkg;
    parameter int XLEN = 32;
    parameter int NUM_GPU_UNITS = 8;
    parameter int CACHE_LINE_WIDTH = 512;
    parameter int NUM_MEMORY_BANKS = 16;
    parameter int ADDR_WIDTH = 32;
    parameter int DATA_WIDTH = 32;
    parameter int ID_WIDTH = 4;
    parameter int NUM_MASTERS = NUM_GPU_UNITS + 1;   
    parameter int NUM_SLAVES = 4;                    
    parameter logic [31:0] MAIN_MEMORY_BASE = 32'h00000000;
    parameter logic [31:0] MAIN_MEMORY_SIZE = 32'h10000000;  
    parameter logic [31:0] GPU_CTRL_BASE    = 32'h10000000;
    parameter logic [31:0] GPU_CTRL_SIZE    = 32'h00010000;  
    parameter logic [31:0] SYS_CTRL_BASE    = 32'h20000000;
    parameter logic [31:0] SYS_CTRL_SIZE    = 32'h00010000;  
    parameter logic [31:0] DEBUG_BASE       = 32'h30000000;
    parameter logic [31:0] DEBUG_SIZE       = 32'h00010000;  
endpackage
module priority_arbiter #(
    parameter NUM_REQUESTERS = 9,
    parameter GPU_PRIORITY = 1
) (
    input  logic clk,
    input  logic rst_n,
    input  logic [NUM_REQUESTERS-1:0] requests,
    output logic [NUM_REQUESTERS-1:0] grants,
    output logic [$clog2(NUM_REQUESTERS)-1:0] granted_id,
    output logic any_grant
);
    localparam CPU_ID = 0;
    localparam NUM_GPU_UNITS = NUM_REQUESTERS - 1;
    logic [$clog2(NUM_REQUESTERS)-1:0] rr_pointer;
    logic [$clog2(NUM_REQUESTERS)-1:0] next_rr_pointer;
    logic [NUM_REQUESTERS-1:0] masked_requests;
    logic [NUM_REQUESTERS-1:0] unmasked_requests;
    logic use_unmasked;
    logic gpu_has_request;
    logic cpu_has_request;
    assign cpu_has_request = requests[CPU_ID];
    assign gpu_has_request = |requests[NUM_REQUESTERS-1:1];  
    logic [NUM_REQUESTERS-1:0] rr_mask;
    always_comb begin
        rr_mask = '0;
        for (int i = 0; i < NUM_REQUESTERS; i++) begin
            if (i >= rr_pointer) begin
                rr_mask[i] = 1'b1;
            end
        end
    end
    assign masked_requests = requests & rr_mask;
    assign unmasked_requests = requests;
    assign use_unmasked = (masked_requests == '0) && (requests != '0);
    always_comb begin
        grants = '0;
        granted_id = '0;
        any_grant = 1'b0;
        if (GPU_PRIORITY && gpu_has_request) begin
            logic [NUM_REQUESTERS-1:0] gpu_requests;
            logic [NUM_REQUESTERS-1:0] gpu_masked;
            logic [NUM_REQUESTERS-1:0] gpu_final;
            gpu_requests = requests & ~(1 << CPU_ID);
            gpu_masked = gpu_requests & rr_mask;
            gpu_final = (gpu_masked != '0) ? gpu_masked : gpu_requests;
            for (int i = 1; i < NUM_REQUESTERS; i++) begin  
                if (gpu_final[i] && !any_grant) begin
                    grants[i] = 1'b1;
                    granted_id = i;
                    any_grant = 1'b1;
                end
            end
        end else if (cpu_has_request && !gpu_has_request) begin
            grants[CPU_ID] = 1'b1;
            granted_id = CPU_ID;
            any_grant = 1'b1;
        end else begin
            logic [NUM_REQUESTERS-1:0] final_requests;
            final_requests = use_unmasked ? unmasked_requests : masked_requests;
            for (int i = 0; i < NUM_REQUESTERS; i++) begin
                if (final_requests[i] && !any_grant) begin
                    grants[i] = 1'b1;
                    granted_id = i;
                    any_grant = 1'b1;
                end
            end
        end
    end
    always_comb begin
        if (any_grant) begin
            next_rr_pointer = (granted_id + 1) % NUM_REQUESTERS;
        end else begin
            next_rr_pointer = rr_pointer;
        end
    end
    always_ff @(posedge clk or negedge rst_n) begin
        if (!rst_n) begin
            rr_pointer <= '0;
        end else begin
            rr_pointer <= next_rr_pointer;
        end
    end
endmodule
--- /design/flow/config.mk ---
export PLATFORM = sky130hd
export DESIGN_NAME = priority_arbiter
export DESIGN_NICKNAME = priority_arbiter
export VERILOG_FILES = /design/flow/design.v
export SDC_FILE = /design/flow/constraint.sdc
export NUM_CORES = 4
export LEC_CHECK = 1
export CORE_AREA = 10 10 71 71
export DIE_AREA = 0 0 81 81
==> results.yml <==
# generated from flow reports
outcome:
  status: "finished, final reports clean"
logic_synthesis:
  fa_ha_area_share_pct: 6.38
  synth.ff_latch_count: 4
  flop_cell: "dfrtp_1"
  ys_top_cells_by_count: "11 x nor2_1, 7 x a21oi_1, 7 x nand2_1"
  synthSimpleGateAreaFrac_pct: 32.7
  syn-cell-area_um2: 785
  syn_area_per_cell_um2: 7.69
  synth_dominant_cell_count: "nor2_1"
  top_cells_by_area: "dfrtp_1 13%, ha_1 6.4%, o311a_4 5.4%, nor2_1 5.3%, a21oi_1 4.5%"
  top_area_cell: "dfrtp_1"
  xor_share_pct: 2.23
  yosysUniqueCellTypes: 47
  netlist.area_leader.share_pct: 12.8
  ys_seq_share_pct: 12.8
  ys_sh_aoi_pct: 35.1
  synth-edff-count: 0
  yosysWarnings: 1
  ys_cells: 102
  yosys-stat-area_um2: 785
  synthCells: 102
  mux_share_pct: 1.28
  async_reset_ff_share_pct: 100
  top_logic_kind: "AND-OR/OR-AND gates"
pwr:
  peakVddDrop_mv: 0.225
  p_seq_share_pct: 13.0
  switching_share_pct: 44.7
  clockPowerShare_pct: 9.2
  switching_power_mw: 0.279
  combPwrFrac_pct: 77.9
  internal-power_mw: 0.344
  p_leak_nw: 0.417
  p_per_area_nw_per_um2: 579
timing:
  setup_slack_ns: 0.634
  drv_slew: 0
  fin_setup_tns_ns: 0
  hold_viol: 0
  rsz0062_at_grt: "false"
  fin_worst_skew_ns: 0.000661
  setup_viol: 0
  fin_crit_ns: 5.17
  slew_headroom_pct: 69.7
  fmax_mhz: 194
  tightest_slew_ns: 0.448
  period_used_pct: 89.1
floorplanning:
  initCoreUtil_pct: 21.6
  core-area_um2: 3630
  io-pin-count: 25
  die_x_um: 81
  die_h_um: 81
  die-area_um2: 6560
  fp-row-count: 22
worst_setup_path:
  path_common_cell: "clkdlybuf4s50_1"
  cpPeakStageDelay_ns: 0.55
  path_class: "in -> out"
  rrSetupSlack_ns: 1.96
  path_max_fanout: 7
  rr_worst_depth: 14
  r2r-end: "rr_pointer[1]$_DFFE_PN0P_"
  crit_chain: "clkdlybuf4s50_1, nor2b_2, o21ai_1, a32oi_4, or3b_1, a21oi_1, o22ai_1, and3_2, or4_1, clkdlybuf4s50_1"
  crit_required_ns: 4.64
  worstPathArrival_ns: 4.01
  r2r-start: "rr_pointer[2]$_DFFE_PN0P_"
  end_kind: "primary output"
  start_kind: "primary input"
  worst_path_max_delay_cell: "or4_1"
layout:
  largest_register: "rr_pointer"
  largest_reg_flops: 4
  final_util_pct: 29.6
  final_cells: 171
  syn_to_final_growth_pct: 37.2
  drive_gt1_share_pct: 9.76
  reg_top3: "rr_pointer: 4 flops"
  nFillCells: 399
  final_design_area_no_fill_um2: 1080
hold_path:
  holdCritStartpoint: "rr_pointer[0]$_DFFE_PN0P_"
  hp-class: "reg -> reg"
  hold_depth: 1
  min_to: "rr_pointer[0]$_DFFE_PN0P_"
drt:
  num_antenna_cells: 0
  drt-wirelength-per-cell_um: 13.5
  num_vias: 838
  drt-total-wl_um: 2310
  vias_per_cell: 4.90
  ant_nets: 0
  firstDrtPassIters: 4
  drtIter0Drc: 31
  drc: 0
clock_tree:
  ctsRootBufferMaster: "clkbuf_8"
  htree_levels: 1
  cts_max_path_buffers: 2
  cts_hold_buf: 0
  cts_buffers: 3
  clk_latency_ns: 0.21
  cts_tree: "built"
  path_clk_slew_ns: 0.03
  post_cts_buffers: 0
  cts_resized: 0
  clkSinkCount: 4
global_routing:
  grt_max_degree: 11
  grt_pass1_vias: 812
  grtUsageTotal_pct: 6.66
  grt_antenna_before_repair: 0
  gr-total-overflow: 0
  grt_pass1_wl_um: 3670
placement:
  postPlaceCellArea_um2: 1030
  hpwl_um: 1860
  gp_congestion: 0.886
  dp.cells: 168
  dp_slack_ns: 0.650
  io_buffers: 24
job:
  drv_cap: 0
  tool_warnings: 28
## layer usage
layer,vias up,part of all wire [%],GRT usage (%)
met4,0,0,1.38
met5,-,0,0
li1,430,-,-
met3,0,6.8,2.00
met2,22,41,9.39
met1,386,52,9.75
## cell type report
class | count | area (um2) | share of cell area, %
tap | 48 | 60.1 | 5.58
timing repair buffer | 24 | 240 | 22.3
inverter | 6 | 25.0 | 2.33
sequential | 4 | 100 | 9.30
multi-input combinational | 86 | 609 | 56.6
clock buffer | 3 | 41.3 | 3.84
## critical path: cells and delay by family
family | cells | cell delay [ns]
AND/OR/NAND/NOR | 4 | 1.34
AND-OR/OR-AND | 4 | 0.62
buffers and inverters | 2 | 0.89
## logic make-up after synthesis
kind of cell | Yosys count
AND/OR/NAND/NOR | 46
buffers and inverters | 12
AND-OR/OR-AND | 33
adder cells (fa/ha/maj) | 4
flip-flops | 4
XOR/XNOR | 2
multiplexers | 1
## cells in the final DEF, fill, tap and decap left out, drive strengths merged, types with 3 or more instances in the layout
cell type      count
nand2              7
dfrtp              4
a21oi              7
nor2b              4
o21ai              6
nor2              12
ha                 4
inv                6
nand2b             3
nand3              6
clkdlybuf4s50     24
clkbuf             3
## power by group through the flow
| stage | Combinational [mW] | Sequential (mW) | Clock [mW] |
|---|---|---|---|
| 4_1_cts | 0.490 | 0.0801 | 0.0588 |
| 5_1_grt | 0.550 | 0.0848 | 0.0628 |
| 6_report | 0.485 | 0.0808 | 0.0572 |
## per-stage QoR
step	power [mW]	hold WS (ns)
2_1_floorplan	0.436	0.571
3_3_place_gp	0.563	0.669
3_5_place_dp	0.562	0.668
4_1_cts	0.629	0.676
5_1_grt	0.698	0.733
6_report	0.623	0.672
## worst max-delay path by stage
stage / start / endpoint / slack, ns / cells after the start
4_1_cts: requests[1] / granted_id[1] / 0.63 / 10
6_report: requests[1] / granted_id[1] / 0.63 / 10
5_1_grt: requests[1] / granted_id[1] / 0.45 / 10
No activity file was given, so power comes from the tool's default toggle rates.
